===== run.sh =====
#!/bin/bash
# OpenROAD 26Q1-2900-gdf79404cd8, Yosys 0.63+post, stock flow scripts
make -C /OpenROAD-flow-scripts/flow DESIGN_CONFIG=/design/flow/config.mk WORK_HOME=/design/flow/orfs finish

===== config.mk =====
export PLATFORM = sky130hd
export DESIGN_NAME = timer
export DESIGN_NICKNAME = timer
export VERILOG_FILES = /design/flow/design.v
export SDC_FILE = /design/flow/constraint.sdc
export NUM_CORES = 4
export LEC_CHECK = 1
export CORE_UTILIZATION = 40

===== constraint.sdc =====
current_design timer

set clk_period 3.6
set clk_io_pct 0.2

create_clock -name clk0 -period $clk_period [get_ports {clk}]

set non_clock_inputs [all_inputs -no_clocks]
set_input_delay [expr $clk_period * $clk_io_pct] -clock clk0 $non_clock_inputs
set_output_delay [expr $clk_period * $clk_io_pct] -clock clk0 [all_outputs]

===== design.v =====
module timer (
    input clk,
    input reset,
    output reg[3:0] dig,
    output reg[7:0] segments
);
reg [31:0] cnt;  
reg [31:0] cnt_k;    
reg clk_1kHz;
reg [3:0] sec_0;
reg [3:0] sec_1;
initial 
begin
    cnt = 0;
    cnt_k = 0;
    clk_1kHz = 0;
    sec_0 = 0;
    sec_1 = 0;
end
always @ (posedge clk, posedge reset) 
begin
    if (reset) 
    begin
        cnt <= 0;
        sec_0 <= 0;
        sec_1 <= 0;
    end
    else 
    begin
        if (cnt < 25_000_000)
            cnt <= cnt + 1;
        else
        begin
            cnt <= 0;
            sec_0 <= sec_0 + 1;
        end
        if (sec_0 > 9)
        begin
            sec_0 <= 0;
            sec_1 <= sec_1 + 1;
        end
        if (sec_1 > 5)
        begin
            sec_1 <= 0;
        end
    end
end
always @ (posedge clk, posedge reset)
if (reset) 
    begin
    cnt_k <= 0;
    clk_1kHz <= 0;
    end
else 
    begin
    if (cnt_k < 12_500)
    cnt_k <= cnt_k + 1;
    else
        begin
        cnt_k <= 0;
        clk_1kHz <= ~ clk_1kHz;
    end
end
reg [7:0] seg_set[15:0];    
reg switch;
initial
begin
    seg_set[0] = 8'hc0;
    seg_set[1] = 8'hf9;
    seg_set[2] = 8'ha4;
    seg_set[3] = 8'hb0;
    seg_set[4] = 8'h99;
    seg_set[5] = 8'h92;
    seg_set[6] = 8'h82;
    seg_set[7] = 8'hf8;
    seg_set[8] = 8'h80;
    seg_set[9] = 8'h90;
    seg_set[10] = 8'h88;
    seg_set[11] = 8'h83;
    seg_set[12] = 8'hc6;
    seg_set[13] = 8'ha1;
    seg_set[14] = 8'h86;
    seg_set[15] = 8'h8e;
end
always @(*) begin
    dig <= (clk_1kHz) ? 4'b1110 : 4'b1101;
    segments <= (clk_1kHz) ? seg_set[sec_0] : seg_set[sec_1];
end
endmodule

==> metrics.csv <==
metric;value;unit
cell taking the most area after synthesis;dfrtp_1;
HP Class;reg2reg;
Syn Area/Cell;10.61;sq um
final instance area;3991;sq um
FF-to-FF End;sec_0[2]$_DFFE_PP0P_;
FP Util;41.79;%
crit path launch;clk_1kHz$_DFFE_PP0P_;
#FFs+latches synth;73;
Power Dens Cells;529.3;nW/um^2
FF-to-FF path depth;5;
Post-synth EDFFs;0;
Post-CTS Setup Bufs;0;
Top Layout Cells;dfrtp_1, nor2_1, conb_1, nand2_1, xnor2_1;
share of synthesized registers carrying an async set or reset;100.0;%
worst reg2reg path startpoint;cnt[8]$_DFF_PP0_;
DRT iter0 DRCs;166;
drt first pass iters;4;
R2R Setup Slk;1.52;ns
Static Leak;0.001650;uW
initial antenna violation count;0;
max cap viols;0;
Rows;33;
arrival time worst endpoint;2.58;ns
clock-pin slew on the worst setup and hold paths;0.08;ns
GRT Total Usage;13.61;%
DRC viols;0;
port bufs;10;
Routed WL per cell;11.40;microns
first-pass GRT wire length;9.501;mm
RSZ-0062 raised after global routing;no;
vias per inst;4.736;
tool warnings;34;
# diodes;0;
Post-Route WL;5.450;mm
Unique masters post-synth;44;
Die Span Y;95.12;microns
clk_skew;0.01166;ns
total gr overflow;0;
I/O Pins;14;
post-cts gate resize count;0;
clk root buf;clkbuf_8;
via count;2264;
total CTS buffers;9;
Yosys Instances;327;
fraction of layout cells with a size suffix above 1;9.920;%
crit start category;flop;
VDD IR max;0.2752;mV
post-route ant nets;0;
clock insertion delay at the later pin of the skew report;0.34;ns
final setup TNS;0;ns
Worst setup EP type;output port;
relative slew slack;57.58;%
fin. max-slew vios;0;
Critical Path Fanout Max;8;
Req. time, crit path;2.88;ns
Seq/Total Area, Yosys;52.67;%
critical path type;reg2out;
largest net degree at the start of global routing;34;
H-tree levels;3;
most numerous logic cell after layout;dfrtp_1;
area grow syn2layout;15.08;%
dpl cell area;3744;sq um
Synth warnings;1;
Achievable Freq;303.3;MHz
CTS Sinks;73;
CTS tree;done;
Synth Flop Type;dfrtp_1;
Max Buffers Root-to-Sink;2;
gp weighted congestion;0.7946;
die footprint;9047;sq um
Die X;95.12;microns
Area leader share;52.67;%
Synth Instances;327;
core area;8299;sq um
Final Setup Violations;0;
Post-Syn Area;3468;sq um
yosys synthesis chip area;3468;sq um
number of global-route vias before repair;2048;
cycle use final;91.59;%
Critical path destination;segments[2];
status;finished clean;
top cells, area;dfrtp_1, nor2_1, ha_1;
hold_buf cts;0;
Slew @ Worst Pin;0.6353;ns
DP Wirelength;3.643;mm
post-route minimum period;3.297;ns
Fin. Hold Viols;0;
==> stage by stage <==
stage	setup WS [ns]	cells	power (uW)	utilization, %	hold WS, ns
CTS	0.2926	478	2139	48.09	0.4980
floorplan	1.027	353	1188	-	0.4542
global route	0.1175	478	2244	48.09	0.5375
global placement	0.6900	462	1354	45.11	0.4872
finish	0.3029	478	2113	48.09	0.4968
detailed placement	0.7082	462	1352	45.11	0.4852
==> cells by family (layout without fill, tap and decap cells) <==
family | Yosys count | after routing | synth area share [%]
mux | 6 | 6 | 1.804
simple gates | 147 | 147 | 22.04
fa+ha+maj | 14 | 14 | 5.051
flops | 73 | 73 | 52.67
compound gates | 26 | 26 | 5.411
buf+inv | 23 | 43 | 3.716
xor+xnor | 36 | 36 | 9.091
other cells | 2 | 28 | 0.2165
==> synthesized netlist by cell type, drive strengths merged, types with 2 or more instances <==
library cell and n:
ha 14, xnor2 19, mux2 2, xor2 17, inv 14, dfrtp 73
nor4 7, or3 4, a41oi 2, buf 9, o21ai 7, nand2 27
mux2i 4, and4 4, o21a 2, nand4 13, a32o 2, a21boi 2
nor3 10, nor2 61, a21oi 5, nand3 12, and3 3, conb 2
==> worst min-delay path by stage <==
stage	from	end	slack, ns	cells after the start
finish	cnt[0]$_DFF_PP0_	cnt[0]$_DFF_PP0_	0.50	1
CTS	cnt[0]$_DFF_PP0_	cnt[0]$_DFF_PP0_	0.50	1
global route	cnt[0]$_DFF_PP0_	cnt[0]$_DFF_PP0_	0.54	1
==> area by class of cell <==
class                   instances  area (sq um)
clock inverters                 7         123.9
inverters                      14         52.55
fillers                       730          4308
flip-flops and latches         73          1827
repair buffers                 13         122.6
well taps                     105         131.4
multi-input cells             257          1610
clock buffers                   9         123.9
==> worst max-delay path: stages, from the launching register on <==
cell and delay (ns):
dfrtp_1 0.51, inv_1 0.12, a21boi_0 0.19, buf_4 0.17, inv_1 0.07, ha_1 0.24
or3_1 0.37, o21ai_0 0.08, clkdlybuf4s50_1 0.48
==> power by group <==
part           total (uW)  switching [uW]  internal [uW]
clock network         770             304            466
registers             931            60.7            870
logic                 412             197            214
total                2110             562           1550
==> routing by layer <==
metal	up-vias	GRT usage [%]	wire, microns
met3	6	2.271	148
li1	1170	-	-
met1	1055	22.99	2861
met4	0	2.020	82
met2	33	19.58	2358
met5	-	0	0
==> sequential cells by signal, summed over array words and instances (netlist names) <==
register,cells
clk_1kHz,1
sec_0,4
cnt,32
sec_1,4
cnt_k,32
Power figures rest on the tool's default switching activity, not on a simulated workload.
