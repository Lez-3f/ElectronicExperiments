$ cat /design/flow/design.v
module flashing(
    input clk,
    input reset,
    output reg[3:0]clk_div
);
reg [27:0] div1_reg;
reg [27:0] div2_reg;
reg [27:0] div3_reg;
reg [27:0] div4_reg;
always @ (posedge clk, posedge reset)
if (reset) 
begin
    div1_reg <= 0;
    div2_reg <= 0;
    div3_reg <= 0;
    div4_reg <= 0;
    clk_div <= 0;
end
else
begin
if (div1_reg < 12500000)
    div1_reg <= div1_reg + 1;
else
begin
    div1_reg <= 0;
    clk_div[0] <= ~ clk_div[0];
end
if (div2_reg < 6250000)
    div2_reg <= div2_reg + 1;
else
begin
    div2_reg <= 0;
    clk_div[1] <= ~ clk_div[1];
end
if (div3_reg < 3125000)
    div3_reg <= div3_reg + 1;
else
begin
    div3_reg <= 0;
    clk_div[2] <= ~ clk_div[2];
end
if (div4_reg < 1562500)
    div4_reg <= div4_reg + 1;
else
begin
    div4_reg <= 0;
    clk_div[3] <= ~ clk_div[3];
end
end
endmodule
$ cat /design/flow/run.sh
#!/bin/bash
# OpenROAD 26Q1-2900-gdf79404cd8, Yosys 0.63+post, stock flow scripts
make -C /OpenROAD-flow-scripts/flow DESIGN_CONFIG=/design/flow/config.mk WORK_HOME=/design/flow/orfs finish
$ cat /design/flow/config.mk
export PLATFORM = sky130hd
export DESIGN_NAME = flashing
export DESIGN_NICKNAME = flashing
export VERILOG_FILES = /design/flow/design.v
export SDC_FILE = /design/flow/constraint.sdc
export NUM_CORES = 4
export LEC_CHECK = 1
export CORE_UTILIZATION = 40
$ cat /design/flow/constraint.sdc
current_design flashing

set clk_period 2.9
set clk_io_pct 0.2

create_clock -name clk0 -period $clk_period [get_ports {clk}]

set non_clock_inputs [all_inputs -no_clocks]
set_input_delay [expr $clk_period * $clk_io_pct] -clock clk0 $non_clock_inputs
set_output_delay [expr $clk_period * $clk_io_pct] -clock clk0 [all_outputs]
==> impl_metrics.tcl <==
# flow metrics
set metrics [dict create \
    tool_warnings 27 \
    path_buffers 0 \
    syn_avg_cell_area_um2 10.1 \
    clkPwrFrac_pct 54.5 \
    place_area_um2 5810 \
    fin_crit_sh_pct 75.6 \
    drt-total-wl_mm 9.90 \
    worstPathArrival_ps 2500 \
    switching_share_pct 20.2 \
    synth_top_flop_cell "dfrtp_1" \
    grt_pass1_vias 3858 \
    p_per_area_nw_per_um2 609 \
    port_buffers 5 \
    worst_setup_path_end_kind "register" \
    min_period_ps 2190 \
    finalSetupViolCount 0 \
    ys_sh_simple_pct 26.0 \
    drive_gt1_share_pct 7.67 \
    status "finished clean" \
    drt_iter0_drc 342 \
    p_sw_uw 790 \
    core-area_um2 13300 \
    rows 42 \
    reg2reg_to "div1_reg[22]$_DFF_PP0_" \
    drc_errors 0 \
    gp_congestion 0.872 \
    cpPeakStageDelay_ps 650 \
    cts_num_sinks 116 \
    slew_viol_final 0 \
    final-hold-violation-count 0 \
    internal-power_mw 3.13 \
    yosys.cell_types.count 41 \
    crit_start "div1_reg[0]$_DFF_PP0_" \
    synth_area_um2 5470 \
    cts_tree "built" \
    die_area_um2 14100 \
    die_w_um 119 \
    lay_top_cells "dfrtp_1 (116), nor2_1 (41), nor3_1 (36), nand2_1 (32), xnor2_1 (30)" \
    hp-class "register to register" \
    area_growth_pct 17.6 \
    ys_cells 541 \
    cts-root-buf "clkbuf_16" \
    hp-start "clk_div[1]$_DFFE_PP0N_" \
    yosys_warnings 1 \
    cts_hold_buf 0 \
    compound_area_share_pct 9.27 \
    initial_core_util_pct 41.1 \
    mostFrequentLayoutCell "dfrtp_1" \
    ant_nets 0 \
    cp_max_fo 7 \
    worstReg2RegStart "div1_reg[0]$_DFF_PP0_" \
    cpMaxStageDelayCell "or4_1" \
    whs_path_depth 1 \
    timing.max_cap.violations 0 \
    worstMarginPinSlew_ps 763 \
    yosys.area_share.xor_xnor_pct 8.17 \
    crit_family "simple AND/OR/NAND/NOR gates" \
    start_kind "register" \
    finalInstanceArea_um2 6430 \
    combPwrFrac_pct 2.6 \
    ys_sh_mux_pct 0 \
    ys.flops 116 \
    ys_seq_share_pct 53.1 \
    cts_resized 0 \
    grt_pass1_wl_mm 17.8 \
    finalClockSkew_ps 5.33 \
    vdd_ir_drop_max_mv 0.522 \
    cts_buffer_depth 2 \
    rsz0062_at_grt "false" \
    dr.pass1.iters 4 \
    place_ws_ps 734 \
    postCtsSetupBuffers 0 \
    timing.fmax_mhz 456 \
    synthTopLogicFamily "simple AND/OR/NAND/NOR gates" \
    grt_max_degree 103 \
    cts_made_buffers 17 \
    required_ps 3200 \
    path_clk_slew_ps 50 \
    fin_setup_tns_ps 0 \
    cts_max_level 4 \
    grt_overflow 0 \
    grt_antenna_before_repair 0 \
    antenna_cells 0 \
    ios 6 \
    edf_count 0 \
    ys_async_sr_fraction_pct 100 \
    ff2ff_setup_slack_ps 710 \
    dp_hpwl_mm 6.20 \
    die_h_um 119 \
    leakage_nw 2.41 \
    p_seq_share_pct 42.9 \
    clk_latency_ps 400 \
    critPathKind "register to register" \
    fa_ha_area_share_pct 0.916 \
    crit_chain "ha_1 > nand4_1 > or4_1 > or3_1 > a211oi_1" \
    worstRegToRegCells 5 \
    via_count 4074 \
    holdPathEnd "clk_div[1]$_DFFE_PP0N_" \
    ys_chip_area_um2 5470 \
    finalWorstSetupSlack_ps 707 \
    gr-usage-all-layers_pct 15.8 \
    synthCells 541 \
    slew_headroom_pct 48.7 \
    via_per_inst 5.34 \
    wl_per_cell_um 13.0 \
]
-- metrics by stage --
| step | instances | utilization (%) | hold slack, ps | power, mW |
|---|---|---|---|---|
| 6_report | 763 | 48.4 | 462 | 3.92 |
| 5_1_grt | 763 | 48.4 | 471 | 4.05 |
| 4_1_cts | 763 | 48.4 | 468 | 3.96 |
| 3_5_place_dp | 731 | 43.7 | 459 | 1.81 |
| 3_3_place_gp | 731 | 43.7 | 455 | 1.81 |
| 2_1_floorplan | 562 | - | 420 | 1.75 |
-- power groups by stage --
stage	registers, mW	clock network [mW]	logic (mW)
global route	1.68	2.25	0.119
finish	1.68	2.13	0.102
CTS	1.68	2.17	0.107
-- cells by family (layout without fill, tap and decap cells) --
| kind of cell | count (synthesis) | count (layout) |
|---|---|---|
| XOR/XNOR | 51 | 51 |
| buffers and inverters | 36 | 61 |
| AND-OR/OR-AND | 80 | 80 |
| flip-flops | 116 | 116 |
| other | 1 | 22 |
| AND/OR/NAND/NOR | 253 | 253 |
| adder cells (fa/ha/maj) | 4 | 4 |
-- cells in the mapped netlist (all sizes together) (18+ instances only) --
cell    instances  share of area [%]
a21oi          18                1.6
nand2          32                2.2
o21ai          24                2.2
nor3           36                3.3
or3            24                2.7
xor2           21                3.4
clkbuf         18                1.3
nand3          26                2.4
xnor2          30                4.8
dfrtp         116                 53
a211oi         22                3.0
nand4          29                3.4
nor2           41                2.8
-- worst register-to-register path, cell delays in order, from the launching register on --
cell,delay (ps)
dfrtp_1,400
ha_1,230
nand4_1,210
or4_1,650
or3_1,340
a211oi_1,250
-- cell type report --
type / count / area (µm²)
timing repair buffer: 12 / 115
tap: 176 / 220
fill: 1169 / 6860
clock buffer: 20 / 467
multi-input combinational: 410 / 2500
clock inverter: 12 / 154
sequential: 116 / 2900
inverter: 17 / 67.6
-- metal layers --
| layer | vias up | share of wire [%] | GRT usage [%] |
|---|---|---|---|
| met5 | - | 0 | 0 |
| met4 | 0 | 1.1 | 2.14 |
| met3 | 8 | 3.1 | 3.72 |
| met2 | 47 | 44 | 22.8 |
| met1 | 1975 | 51 | 25.9 |
| li1 | 2044 | - | - |
-- worst max-delay path by stage --
stage	end	slack [ps]	depth (start not counted)
4_1_cts	div1_reg[18]$_DFF_PP0_	690	5
5_1_grt	div3_reg[20]$_DFF_PP0_	560	5
6_report	div1_reg[22]$_DFF_PP0_	710	5
No activity file was given, so power comes from the tool's default toggle rates.
