[./config.mk]
export PLATFORM = sky130hd
export DESIGN_NAME = stream_led
export DESIGN_NICKNAME = stream_led
export VERILOG_FILES = /design/flow/design.v
export SDC_FILE = /design/flow/constraint.sdc
export NUM_CORES = 4
export LEC_CHECK = 1
export CORE_UTILIZATION = 30
[./constraint.sdc]
current_design stream_led

set clk_period 5.0
set clk_io_pct 0.2

create_clock -name clk0 -period $clk_period [get_ports {clk}]

set non_clock_inputs [all_inputs -no_clocks]
set_input_delay [expr $clk_period * $clk_io_pct] -clock clk0 $non_clock_inputs
set_output_delay [expr $clk_period * $clk_io_pct] -clock clk0 [all_outputs]
[./design.v]
module divider_new(
input clk,
input reset,
output reg clk_div
);
reg [27:0] div_reg;
always @ (posedge clk, posedge reset)
if (reset) 
begin
div_reg <= 0;
clk_div <= 0;
end
else 
begin
if (div_reg < 3125000)
div_reg <= div_reg + 1;
else
begin
div_reg <= 0;
clk_div <= ~ clk_div;
end
end
endmodule
module sled_control_1(
input clk,
input reset,
output reg [7:0] led_io
);
reg [2:0] state,nextstate;
parameter 
S0 = 3'b000, S1 = 3'b001,S2 = 3'b010,S3 = 3'b011,
S4 = 3'b100, S5 = 3'b101,S6 = 3'b110,S7 = 3'b111;
always @ (posedge clk, posedge reset)
if (reset) state <= S0;
else state <= nextstate;
always @ (*)
case (state)
S0: begin
led_io = 8'b00000001;
nextstate = S1;
end
S1: begin
led_io = 8'b00000010;
nextstate = S2;
end
S2: begin
led_io = 8'b00000100;
nextstate = S3;
end
S3: begin
led_io = 8'b00001000;
nextstate = S4;
end
S4: begin
led_io = 8'b00010000;
nextstate = S5;
end
S5: begin
led_io = 8'b00100000;
nextstate = S6;
end
S6: begin
led_io = 8'b01000000;
nextstate = S7;
end
S7: begin
led_io = 8'b10000000;
nextstate = S0;
end
default: nextstate = S0;
endcase
endmodule
module sled_control_2(
    input clk,
    input reset,
    output reg [7:0] led_io
);
reg [1:0] state,nextstate;
parameter S0 = 2'b00,S1 = 2'b01,S2 = 2'b10,S3 = 2'b11;
always @ (posedge clk, posedge reset)
    if (reset) state <= S0;
    else state <= nextstate;
always @ (*)
case (state)
S0: begin
    led_io = 8'b10000001;
    nextstate = S1;
end
S1: begin
    led_io = 8'b01000010;
    nextstate = S2;
end
S2: begin
    led_io = 8'b00100100;
    nextstate = S3;
end
    S3: begin
    led_io = 8'b00011000;
    nextstate = S0;
end
default: nextstate = S0;
endcase
endmodule
module sled_switch(
	input [7:0] led_io_1, led_io_2,
	input sel,
	output wire [7:0] led_io
);
assign led_io = sel ? led_io_1 : led_io_2;
endmodule
module stream_led(
	input clk,
	input reset,
	input sel,
	output wire[7:0] led_io
);
wire clk_div;
wire [7:0]led_io_1, led_io_2;
divider_new uut0(
	.clk(clk),
	.reset(reset),
	.clk_div(clk_div)
);
sled_control_1 uut1(
	.clk(clk_div),
	.reset(reset),
	.led_io(led_io_1)
);	 
sled_control_2 uut2(
	.clk(clk_div),
	.reset(reset),
	.led_io(led_io_2)
);	 
sled_switch uut3(
	.sel(sel),
	.led_io_1(led_io_1),
	.led_io_2(led_io_2),
	.led_io(led_io)
);	 
endmodule
[./run.sh]
#!/bin/bash
# OpenROAD 26Q1-2900-gdf79404cd8, Yosys 0.63+post, stock flow scripts
make -C /OpenROAD-flow-scripts/flow DESIGN_CONFIG=/design/flow/config.mk WORK_HOME=/design/flow/orfs finish
==> changes_impl.md <==
### Physical design

- Actual transition at the worst max-transition pin: approximately 600 ps
- WP data required: 4000 ps
- Setup WS post-layout: ~1500 ps
- Cell with the largest stage delay on the worst path: sky130_fd_sc_hd__clkdlybuf4s50_1
- Dominant combinational cell family by area after synthesis: simple AND/OR/NAND/NOR gates
- RD Place Congestion: 0.765
- Start point of the critical path: sel
- Die x size: 77.3 microns
- IR drop worst, VDD: about 190 uV
- Length in cells of the worst reg-to-reg path: 5
- Multiplexer fraction of the synthesized cell area: 0%
- Simple-Gate Area Share: a little under a quarter
- Cell class contributing the biggest share of worst-path delay: buffers and inverters
- DRT Pass-1 Iters: 4
- Type of the tightest min-delay check: reg -> reg
- Number of vias after detailed routing: 1,200
- Top Layout Cells: 35 x sky130_fd_sc_hd__dfrtp_1, 20 x sky130_fd_sc_hd__nor2_1, 16 x sky130_fd_sc_hd__nand2_1
- Sequential-to-total area share from yosys stat: a little over half
- Residual DRC: 0
- Pin count of the biggest net entering global routing: 37
- Crit path cell chain: clkdlybuf4s50_1, nor2b_1, a21o_1, clkdlybuf4s50_1
- Highest-count logic cell in the final layout: sky130_fd_sc_hd__dfrtp_1
- Worst-skew pair later-pin latency: approximately 280 ps
- Number of input and output port buffers inserted: 10
- Total global routing overflow: 0
- Combined buffer and inverter count along the critical path: 2
- Fin. Hold Viols: 0
- Category of the critical setup timing path: in -> out
- Critical path capture point type: output pin
- Hold-critical path depth: 1
- Commonest flop: sky130_fd_sc_hd__dfrtp_1
- Post-synthesis instance total: 168
- Highest fanout seen on the critical path: 9
- Buffers inserted during post-CTS setup optimization: 0
- Detailed placer's ending HPWL: between 1.5 and 2 mm
- Number of flip-flops under the largest register name: 28
- Layout Skew: 5.20 ps
- Final setup violation count: 0
- Worst Hold Launch: uut0.div_reg[0]
- Hold path endpoint: uut0.div_reg[0]
- Ratio of routed vias to standard cells: about 4.6
- Post-route clock period utilization: between 60% and 70%
- Number of standard-cell rows in the floorplan: 27
- Endpoints left unconstrained: 7
- Area fraction in full adders, half adders and majority gates: approximately 4.4%
- Cell count in the Yosys report: approximately 170
- Total core area: 5470 sq um
- Maximum Capacitance Violations: 0
- Design area: around 2000 sq um
- Tightest slew margin relative to the limit: about three fifths
- Slack of the worst reg-to-reg path: 2920 ps
- Post-synthesis share of cell area spent on and-or and or-and gates: ~8.5%
- Post-cts gate resize count: 0
- First-pass GRT wire length: between 5 and 6 mm
- Level count of the clock H-tree: 2
- XOR-XNOR Cells, Area Fraction: a little over 7%
- Worst Setup Slack post-DPL: ~1500 ps
- Most used cell, CP: sky130_fd_sc_hd__clkdlybuf4s50_1
- RSZ-0062 raised after global routing: no
- Async set-reset flop share out of synthesis: roughly 100%
- Post-layout min period: 3470 ps
- Overall global routing resource usage: a little over a tenth
- Number of register pins that no clock reaches: 7
- Count of state elements after synthesis: 36
- Total length of routed wires: between 2 and 3 mm
- Antenna cells: 0
- Core occupancy in the finished layout: 36.5%
- Post-CTS Hold Fix Bufs: 0
- Achievable frequency: approximately 290 MHz
- Boundary pin count: 11
- Power density of the placed cells: roughly 240 nW/um^2
- Post-synthesis average cell area: 10.1 sq um
- Number of buffers added by the clock tree synthesis step: 5
- Chip area estimate from yosys synthesis: around 1700 sq um
- Placed inst area: ~1900 sq um
- Violation count after the first detailed-routing iteration: 33
- Number of max-slew violations in the final report: 0
- Clock edge transition at the registers on the reported setup and hold paths: 60 ps
- Number of antenna violations at the first check in global routing: 0
- Destination of the worst register-to-register timing path: uut0.div_reg[20]
- Clock tree from TritonCTS: built
- Netlist Area Pre-Place: between 1500 and 2000 sq um
- Outcome: finished, final reports clean
- Vias in the first global route: ~1,100
- Worst path arrival time: 2470 ps
- Fraction of layout cells with a size suffix above 1: between 10% and 20%
- CP max stage delay: between 500 and 600 ps
- Residual antenna-violating net count after detailed routing: 0
- DR WL/cell: 10.8 microns
- Clock buffer depth: 2
- Area Growth Syn to Fin: 17.3%
- Initial Utilization: approximately 31%
- Clock tree root driver cell: sky130_fd_sc_hd__clkbuf_8
- Startpoint class of the critical path: input port
- Reg-to-reg startpoint: uut0.div_reg[0]
- Vertical die dimension: approximately 77 microns
- P_leak: ~0.81 nW
- Tally of yosys warning messages: 3
- Die outline area: 5980 sq um
- Post-route setup TNS: 0 ps
- Count of flip-flops with a built-in enable after synthesis: 0
- Total number of warnings across the stage logs: 29
- Distinct lib cells used: 37
- Number of placed instances, taps included: between 200 and 300
- Non-filler instance count after layout: approximately 260
[cell type report]
type                            count  area [sq um]
Clock inverter                      3          22.5
Timing Repair Buffer               12           115
Inverter                            9          33.8
Tap cell                           72          90.1
Fill cell                         556          3480
Multi-Input combinational cell    123           764
Clock buffer                        5          68.8
Sequential cell                    36           902
[metal layers]
layer  global-route usage, %  routed length, microns
met1                    16.9                    1440
met2                    16.9                    1230
met3                    2.15                      99
met4                    1.32                      38
met5                       0                       0
[how the worst max path moves through the flow]
stage                to  slack (ps)  cells past startpoint
CTS           led_io[0]        1520                      4
global route  led_io[3]        1400                      5
finish        led_io[0]        1530                      4
[power by group]
| part | leakage (nW) | internal, W | switching (W) |
|---|---|---|---|
| Sequential | 0.484 | 0.000270 | 0.00000892 |
| Clock | 0.0364 | 0.0000973 | 0.0000938 |
| Combinational | 0.291 | 0.00000691 | 0.0000100 |
[cell families (layout without fill, tap and decap cells)]
kind of cell             count (synthesis)  in the layout
AND-OR/OR-AND                           22             22
XOR/XNOR                                14             14
adder cells (fa/ha/maj)                  6              6
buffers and inverters                   14             29
flip-flops                              36             36
other                                    1              6
AND/OR/NAND/NOR                         75             75
[cell usage after synthesis, drive strengths merged, types with 4 or more instances]
cell / count / area [sq um]
inv: 9 / 33.8
or4: 5 / 42.5
dfrtp: 35 / 876
o21ai: 4 / 20.0
or3: 4 / 28.8
nand2: 16 / 60.1
nand3: 7 / 35.0
a21oi: 9 / 48.8
nand4: 7 / 56.3
xnor2: 11 / 96.3
nor2: 20 / 75.1
nor3: 5 / 25.0
ha: 6 / 75.1
[through the flow]
stage	total power [W]	hold slack (ps)
detailed placement	0.000302	510
global placement	0.000301	501
floorplan	0.000291	474
global route	0.000510	548
finish	0.000487	515
CTS	0.000496	519
Power and IR drop assume default switching activity.
